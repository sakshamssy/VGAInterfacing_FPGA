<file path="flow/config.mk">
export PLATFORM = sky130hd
export DESIGN_NAME = VGA
export DESIGN_NICKNAME = VGA
export VERILOG_FILES = /design/flow/design.v
export SDC_FILE = /design/flow/constraint.sdc
export NUM_CORES = 4
export LEC_CHECK = 1
export CORE_UTILIZATION = 30
</file>
<file path="flow/constraint.sdc">
current_design VGA

set clk_period 1.0
set clk_io_pct 0.2

create_clock -name clk0 -period $clk_period [get_ports {clk}]

set non_clock_inputs [all_inputs -no_clocks]
set_input_delay [expr $clk_period * $clk_io_pct] -clock clk0 $non_clock_inputs
set_output_delay [expr $clk_period * $clk_io_pct] -clock clk0 [all_outputs]
</file>
<file path="flow/design.v">
`timescale 1ns / 1ps
module VGA(clk, hsync, vsync, R, G, B);
input wire clk;
output wire hsync, vsync;
output reg [3:0] R, G, B;
wire delay_clk;
wire [10:0] h_pixel;
wire [9:0] v_pixel;
always @(posedge delay_clk)
    if (h_pixel < 213 && v_pixel < 480)
    begin
        R = 4'b1111;
        B = 4'b0001;
        G = 4'b0111;
    end
    else if (h_pixel < 426 && v_pixel < 480)
    begin
        R = 4'b0011;
        B = 4'b1111;
        G = 4'b1011;
    end
    else if (h_pixel < 640 && v_pixel < 480)
    begin
        R = 4'b1111;
        B = 4'b0001;
        G = 4'b0001;
    end
    else
    begin
        R = 4'b0000;
        B = 4'b0000;
        G = 4'b0000;   
    end
clk c (clk, delay_clk);
VGA_controller vga (delay_clk, h_pixel, v_pixel, hsync, vsync);
endmodule
`timescale 1ns / 1ps
module VGA_controller(clk, h_pixel, v_pixel, hsync, vsync);
input wire clk;
output wire [10:0] h_pixel;
output wire [9:0] v_pixel;
output wire hsync, vsync;
wire [1:0] display, sync, bporch, fporch;
h_counter hcnt (clk, hsync, display[0], fporch[0], sync[0], bporch[0], h_pixel);
v_counter vcnt (bporch[0], vsync, display[1], fporch[1], sync[1], bporch[1], v_pixel);
endmodule
`timescale 1ns / 1ps
module clk(clk, del_clk);
input wire clk;
output reg del_clk;
reg [1:0] cnt;
initial
begin
    cnt = 2'b00;
    del_clk = 1'b0;
end
always @(posedge clk)
begin
    cnt = cnt + 1;
    del_clk = cnt[1];
end
endmodule
module h_counter (clk, hsync, display, front_porch, sync_pulse, back_porch, h_pixel);
	input wire clk;
	output reg display, front_porch, sync_pulse, back_porch, hsync;
	output reg [10:0] h_pixel;
	initial
	begin
		h_pixel = 11'b0;
		display = 1'b1;
		front_porch = 1'b0;
		sync_pulse = 1'b1;
		back_porch = 1'b0;
		hsync = 1'b0;
	end
	always @(posedge clk)
	begin
	    hsync = display + front_porch + back_porch;
		if (h_pixel == 799)
		begin
			display = 1'b1;
			front_porch = 1'b0;
			sync_pulse = 1'b1;
			back_porch = 1'b0;
			h_pixel = 11'b0;
		end
		else if (h_pixel > 751)
		begin
			display = 1'b0;
			front_porch = 1'b0;
			sync_pulse = 1'b1;
			back_porch = 1'b1;
			h_pixel = h_pixel + 1;
		end
		else if (h_pixel > 655)
		begin
			display = 1'b0;
			front_porch = 1'b0;
			sync_pulse = 1'b0;
			back_porch = 1'b0;
			h_pixel = h_pixel + 1;
		end
		else if (h_pixel > 639)
		begin
			display = 1'b0;
			front_porch = 1'b1;
			sync_pulse = 1'b1;
			back_porch = 1'b0;
			h_pixel = h_pixel + 1;
		end
		else
		begin
			h_pixel = h_pixel + 1;
		end
	end
endmodule
module v_counter (clk, vsync, display, front_porch, sync_pulse, back_porch, v_pixel);
	input wire clk;
	output reg display, front_porch, sync_pulse, back_porch, vsync;
	output reg [9:0] v_pixel;
	initial
	begin
		v_pixel = 9'b0;
		display = 1'b1;
		front_porch = 1'b0;
		sync_pulse = 1'b1;
		back_porch = 1'b0;
	end
	always @(negedge clk)
	begin
	    vsync = display + front_porch + back_porch;
		if (v_pixel == 524)
		begin
			display = 1'b1;
			front_porch = 1'b0;
			sync_pulse = 1'b1;
			back_porch = 1'b0;
			v_pixel = 9'b0;
		end
		else if (v_pixel > 491)
		begin
			display = 1'b0;
			front_porch = 1'b0;
			sync_pulse = 1'b1;
			back_porch = 1'b1;
			v_pixel = v_pixel + 1;
		end
		else if (v_pixel > 489)
		begin
			display = 1'b0;
			front_porch = 1'b0;
			sync_pulse = 1'b0;
			back_porch = 1'b0;
			v_pixel = v_pixel + 1;
		end
		else if (v_pixel > 479)
		begin
			display = 1'b0;
			front_porch = 1'b1;
			sync_pulse = 1'b1;
			back_porch = 1'b0;
			v_pixel = v_pixel + 1;
		end
		else
		begin
			v_pixel = v_pixel + 1;
		end
	end
endmodule
</file>
<file path="flow/run.sh">
#!/bin/bash
# OpenROAD 26Q1-2900-gdf79404cd8, Yosys 0.63+post, stock flow scripts
make -C /OpenROAD-flow-scripts/flow DESIGN_CONFIG=/design/flow/config.mk WORK_HOME=/design/flow/orfs finish
</file>
==> flow_metrics.py <==
# Physical implementation metrics
metrics = {
    "critical_path": {
        "startpoint_type": "flip-flop",
        "cp_top_family": "flip-flops",
        "cp_num_cells": 1,
        "critPathSlowestCell": "dfxtp_1",
        "cp_data_arrival_time_ps": 660,
        "endpoint_kind": "flip-flop",
        "path_max_fanout": 2,
        "critical_path_class": "reg -> reg",
        "required_ps": 1090,
        "path_buffers": 0,
        "cpPeakStageDelay_ps": 300,
        "reg2reg_depth": 1,
        "worstPathCellList": "xor2_1",
    },
    "clock_tree": {
        "htree_levels": 1,
        "clockRootBuffer": "clkbuf_8",
        "numCtsBuffers": 3,
        "ctsResizeCount": 0,
        "insertion_delay_ps": 210,
        "ctsHoldBuffers": 0,
        "cts_tree": "built",
        "cts_setup_buffers": 0,
        "clock_path_buffers": 2,
        "clk_pin_slew_ps": 30,
    },
    "synthesis": {
        "synth.cell_area_um2": 1529,
        "ys_warn_count": 4,
        "yosys_area_um2": 1529,
        "edf_count": 0,
        "yosysTopAreaCellShare_pct": 47.14,
        "ys_types": 36,
        "numSynthFlops": 36,
        "synth_area_per_cell_um2": 9.323,
        "yosys_cells": 164,
        "most_common_cell": "dfxtp_1",
        "topCellsByArea": "dfxtp_1, xnor2_1, nor2_1, xor2_1, buf_4",
        "ys_top_cells_by_count": "dfxtp_1, nor2_1, xnor2_1, xor2_1",
        "synth_seq_share_pct": 47.14,
        "synth-async-reset-ratio_pct": 0,
        "syn_inst": 164,
        "yosysTopAreaCell": "dfxtp_1",
        "flop_cell": "dfxtp_1",
    },
    "drt": {
        "dr.pass1.iters": 4,
        "detail-route-antenna-nets": 0,
        "vias_per_cell": 4.369,
        "insertedDiodeCount": 0,
        "routed_wl_um": 2232,
        "drt_iter0_markers": 68,
        "drc": 0,
        "routedWlPerCell_um": 9.458,
        "vias": 1031,
    },
    "final_timing": {
        "setup_viol": 0,
        "tns_ps": 0,
        "slew_violations": 0,
        "worst_pin_slew_ps": 746.3,
        "fin_crit_sh_pct": 57.16,
        "finClkSkew_ps": 1.049,
        "grt_setup_unrepaired": "false",
        "hold_viol_final": 0,
        "hold_slack_ps": 381.7,
        "fmax_mhz": 1750,
        "unclocked_regs": 34,
        "untimed_endpoints": 48,
        "fin_crit_ps": 571.6,
        "max-slew-margin-rel_pct": 49.83,
    },
    "grt": {
        "grt_use_total_pct": 9.342,
        "grt_pass1_vias": 926,
        "grt_pass1_wl_um": 4015,
        "grt-ovfl-total": 0,
        "antenna_found_initial": 0,
        "grt_max_degree": 21,
    },
    "min_path": {
        "hp-class": "reg -> reg",
        "holdPathStages": 1,
    },
    "placed_design": {
        "hpwl_um": 1687,
        "port_buffers": 14,
        "gp_congestion": 0.8485,
        "post_dp_cell_area_um2": 1677,
    },
    "floorplanning": {
        "die_x_um": 73.39,
        "die_y_um": 73.39,
        "rows": 25,
        "dieArea_um2": 5386,
        "core_area_um2": 4817,
        "initial_core_util_pct": 31.74,
        "io_pins": 15,
    },
    "power_and_ir_drop": {
        "p_per_area_nw_per_um2": 227.1,
        "vdd_drop_max_mv": 0.6776,
        "p_leak_nw": 0.6348,
    },
    "layout": {
        "drive_gt1_share_pct": 3.550,
        "regArea_um2": 720.7,
        "fin_area_um2": 1718,
        "logic_area_um2": 698.2,
        "syn2layout_area_growth_pct": 12.36,
        "fillCellCount": 499,
    },
    "status": {
        "status": "finished, final reports clean",
    },
    "job": {
        "drv_cap": 0,
        "warnings": 27,
    },
}
-- metal layers --
| layer | global-route usage, % | vias up | part of all wire (%) |
|---|---|---|---|
| li1 | - | 549 | - |
| met1 | 15.62 | 466 | 55 |
| met2 | 14.40 | 16 | 43 |
| met3 | 0.2774 | 0 | 1.9 |
| met4 | 0.4274 | 0 | 0 |
| met5 | 0 | - | 0 |
-- power breakdown --
part           internal [mW]  switching [mW]
Combinational              0               0
Sequential            0.0805               0
Clock                  0.254          0.0559
Total                  0.334          0.0559
-- sequential cells by signal, indices dropped and copies added, names as in the netlist --
name / cells
B: 1
vga.vcnt.back_porch: 1
vga.hcnt.h_pixel: 11
vga.vcnt.v_pixel: 10
vga.hcnt.back_porch: 1
vga.vcnt.vsync: 1
c.del_clk: 1
vga.hcnt.hsync: 1
vga.hcnt.front_porch: 1
G: 3
R: 1
vga.hcnt.display: 1
vga.vcnt.front_porch: 1
c.cnt: 1
vga.vcnt.display: 1
-- cells in the final DEF, fill, tap and decap left out, types with 2 or more instances in the layout --
cell type and instances:
and3_1 4, nand2_1 7, nor2_1 23, clkbuf_8 3
a21oi_1 4, nand4_1 5, clkdlybuf4s50_1 14, ha_1 4
nand3_1 6, xnor2_1 13, nor2b_1 2, nor3_1 4
xor2_1 9, a21o_1 2, dfxtp_1 36, a31oi_1 2
and2_1 4, o21ai_0 2, inv_1 7, o21a_1 3
-- stage by stage --
stage / utilization (%) / setup slack [ps] / power [mW] / cells
after CTS: 35.66 / 423.3 / 0.4035 / 236
after detailed placement: 34.81 / 432.5 / 0.08143 / 233
after floorplan: - / 221.7 / 0.08143 / 164
final: 35.66 / 428.5 / 0.3902 / 236
after global routing: 35.66 / 407.7 / 0.4098 / 236
after global placement: 34.81 / 436.1 / 0.08143 / 233
-- area by class of cell --
cell class	count	share of cell area, %
inverters	7	1.529
well taps	67	4.880
clock buffers	3	2.403
repair buffers	15	8.594
multi-input cells	108	40.64
flip-flops and latches	36	41.95
-- path summary, 6_finish.rpt --
| check | startpoint | endpoint | slack (ps) |
|---|---|---|---|
| hold / removal | c.cnt[0] | c.cnt[0] | 380 |
| setup reg to reg | c.cnt[0] | c.del_clk | 430 |
| hold reg to reg | c.cnt[0] | c.cnt[0] | 380 |
| setup / recovery | c.cnt[0] | c.del_clk | 430 |
-- cell families after synthesis --
family / synth area share (%)
flops: 47.14
simple gates: 20.46
xor+xnor: 12.60
compound gates: 9.329
fa+ha+maj: 3.273
buf+inv: 7.201
No activity file was given, so power comes from the tool's default toggle rates.
